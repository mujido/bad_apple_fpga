<file path="config.mk">
export PLATFORM = sky130hd
export DESIGN_NAME = sd_fsm
export DESIGN_NICKNAME = sd_fsm
export VERILOG_FILES = /design/flow/design.v
export SDC_FILE = /design/flow/constraint.sdc
export NUM_CORES = 4
export LEC_CHECK = 1
export CORE_AREA = 10 10 88 88
export DIE_AREA = 0 0 98 98
</file>
<file path="constraint.sdc">
current_design sd_fsm

set clk_period 4.5
set clk_io_pct 0.2

create_clock -name clk0 -period $clk_period [get_ports {wb_clk_i}]

set non_clock_inputs [all_inputs -no_clocks]
set_input_delay [expr $clk_period * $clk_io_pct] -clock clk0 $non_clock_inputs
set_output_delay [expr $clk_period * $clk_io_pct] -clock clk0 [all_outputs]
</file>
<file path="design.v">
module sd_fsm #(
    parameter LOWFREQ_CLK_DIVIDER = 1,
    parameter HIGHFREQ_CLK_DIVIDER = 1
) (
    input wire wb_clk_i,
    input wire wb_rst_i,
    output reg [31:0] sdc_wb_dat_o,
    input wire [31:0] sdc_wb_dat_i,
    output reg [7:0] sdc_wb_adr_o,
    output reg [3:0] sdc_wb_sel_o,
    output reg sdc_wb_we_o,
    output reg sdc_wb_cyc_o,
    output reg sdc_wb_stb_o,
    input wire sdc_wb_ack_i
);
    localparam SDC_ADDR_ARGUMENT = 8'h00;
    localparam SDC_ADDR_COMMAND = 8'h04;
    localparam SDC_ADDR_RESPONSE_0 = 8'h08;
    localparam SDC_ADDR_RESPONSE_1 = 8'h0C;
    localparam SDC_ADDR_RESPONSE_2 = 8'h10;
    localparam SDC_ADDR_RESPONSE_3 = 8'h14;
    localparam SDC_ADDR_DATA_TIMEOUT = 8'h18;
    localparam SDC_ADDR_CONTROL = 8'h1C;
    localparam SDC_ADDR_CMD_TIMEOUT = 8'h20;
    localparam SDC_ADDR_CLOCK_DIVIDER = 8'h24;
    localparam SDC_ADDR_VOLTAGE = 8'h2C;
    localparam SDC_ADDR_CAPABILITIES = 8'h30;
    localparam SDC_ADDR_CMD_EVENT_STATUS = 8'h34;
    localparam SDC_ADDR_CMD_EVENT_ENABLE = 8'h38;
    localparam SDC_ADDR_DATA_EVENT_STATUS = 8'h3C;
    localparam SDC_ADDR_DATA_EVENT_ENABLE = 8'h40;
    localparam SDC_ADDR_BLOCK_SIZE = 8'h44;
    localparam SDC_ADDR_BLOCK_COUNT = 8'h48;
    localparam SDC_ADDR_DATA_XFER_ADDRESS = 8'h60;
    localparam SDC_CONFIG_TIMEOUT = 24'h7FFF;
    localparam MMC_RSP_PRESENT  = 32'b00001;
    localparam MMC_RSP_136      = 32'b00010;      
    localparam MMC_RSP_CRC      = 32'b00100;      
    localparam MMC_RSP_BUSY     = 32'b01000;      
    localparam MMC_RSP_OPCODE   = 32'b10000;      
    localparam MMC_RSP_NONE = 5'd0;
    localparam MMC_RSP_R1   = MMC_RSP_PRESENT | MMC_RSP_CRC | MMC_RSP_OPCODE;
    localparam MMC_RSP_R1b  = MMC_RSP_R1 | MMC_RSP_BUSY;
    localparam MMC_RSP_R2   = MMC_RSP_PRESENT | MMC_RSP_CRC | MMC_RSP_OPCODE;
    localparam MMC_RSP_R3   = MMC_RSP_PRESENT;
    localparam MMC_RSP_R4   = MMC_RSP_PRESENT;
    localparam MMC_RSP_R5   = MMC_RSP_PRESENT | MMC_RSP_CRC | MMC_RSP_OPCODE;
    localparam MMC_RSP_R6   = MMC_RSP_PRESENT | MMC_RSP_CRC | MMC_RSP_OPCODE;
    localparam MMC_RSP_R7   = MMC_RSP_PRESENT | MMC_RSP_CRC | MMC_RSP_OPCODE;
    localparam MMC_CMD_GO_IDLE_STATE        = 6'd0;
    localparam MMC_CMD_SEND_OP_COND         = 6'd1;
    localparam MMC_CMD_ALL_SEND_CID         = 6'd2;
    localparam MMC_CMD_SET_RELATIVE_ADDR    = 6'd3;
    localparam MMC_CMD_SET_DSR              = 6'd4;
    localparam MMC_CMD_SWITCH               = 6'd6;
    localparam MMC_CMD_SELECT_CARD          = 6'd7;
    localparam MMC_CMD_SEND_EXT_CSD         = 6'd8;
    localparam MMC_CMD_SEND_CSD             = 6'd9;
    localparam MMC_CMD_SEND_CID             = 6'd10;
    localparam MMC_CMD_STOP_TRANSMISSION    = 6'd12;
    localparam MMC_CMD_SEND_STATUS          = 6'd13;
    localparam MMC_CMD_SET_BLOCKLEN         = 6'd16;
    localparam MMC_CMD_READ_SINGLE_BLOCK    = 6'd17;
    localparam MMC_CMD_READ_MULTIPLE_BLOCK  = 6'd18;
    localparam MMC_CMD_WRITE_SINGLE_BLOCK   = 6'd24;
    localparam MMC_CMD_WRITE_MULTIPLE_BLOCK = 6'd25;
    localparam MMC_CMD_ERASE_GROUP_START    = 6'd35;
    localparam MMC_CMD_ERASE_GROUP_END      = 6'd36;
    localparam MMC_CMD_ERASE                = 6'd38;
    localparam MMC_CMD_APP_CMD              = 6'd55;
    localparam MMC_CMD_SPI_READ_OCR         = 6'd58;
    localparam MMC_CMD_SPI_CRC_ON_OFF       = 6'd59;
    localparam SD_CMD_SEND_RELATIVE_ADDR	= 6'd3;
    localparam SD_CMD_SWITCH_FUNC		    = 6'd6;
    localparam SD_CMD_SEND_IF_COND		    = 6'd8;
    localparam SD_CMD_APP_SET_BUS_WIDTH	    = 6'd6;
    localparam SD_CMD_ERASE_WR_BLK_START	= 6'd32;
    localparam SD_CMD_ERASE_WR_BLK_END		= 6'd33;
    localparam SD_CMD_APP_SEND_OP_COND		= 6'd41;
    localparam SD_CMD_APP_SEND_SCR		    = 6'd51;
    localparam MMC_DATA_XFER_NONE  = 2'b00;
    localparam MMC_DATA_XFER_READ  = 2'b01;
    localparam MMC_DATA_XFER_WRITE = 2'b10;
    reg [5:0] led_regs;
    localparam SD_OP_WIDTH = 42;
    localparam SD_OPCODE_WIDTH = 2;
    localparam SD_OP_SET_REG = 2'd0;
    localparam SD_OP_READ_REG = 2'd1;
    localparam SD_OP_JUMP = 2'd2;
    localparam SD_OP_WAIT_CMD_COMPLETE = 2'd3;
    localparam SD_INIT_OP_COUNT = 5'd27;
    localparam SD_INIT_OP_COUNT_LOG2 = 5;
    function automatic [SD_OPCODE_WIDTH - 1:0] sd_get_opcode(input [SD_OP_WIDTH - 1:0] op);
        sd_get_opcode = op[SD_OP_WIDTH - 1:SD_OP_WIDTH - SD_OPCODE_WIDTH];
    endfunction
    function automatic [SD_OP_WIDTH - 1:0] sd_op_set_reg(
        input [7:0] sdc_addr,
        input [31:0] reg_value
    );
        sd_op_set_reg = {SD_OP_SET_REG, sdc_addr, reg_value};
    endfunction
    function automatic [SD_OP_WIDTH - 1:0] sd_op_read_reg(input [7:0] sdc_addr);
        sd_op_read_reg = {SD_OP_READ_REG, sdc_addr, 32'd0};
    endfunction
    function automatic [SD_OP_WIDTH - 1:0] sd_op_no_args(input [1:0] opcode);
        sd_op_no_args = {opcode, {40{1'bx}}};
    endfunction
    function automatic [SD_OP_WIDTH - 1:0] sd_op_set_cmd(input [5:0] mmc_cmd, input [3:0] response_type, input [1:0] data_xfer_direction);
        sd_op_set_cmd = sd_op_set_reg(SDC_ADDR_COMMAND, {mmc_cmd, 1'b0, data_xfer_direction, response_type});
    endfunction
    function automatic [SD_OP_WIDTH - 1:0] sd_op_jump(input [SD_INIT_OP_COUNT_LOG2 - 1:0] index);
        sd_op_jump = {SD_OP_JUMP, {(SD_OP_WIDTH - SD_OPCODE_WIDTH - SD_INIT_OP_COUNT_LOG2){1'bx}}, index};
    endfunction
    wire [SD_OP_WIDTH - 1:0] sd_init_ops[SD_INIT_OP_COUNT - 1:0];
    assign sd_init_ops[0] = sd_op_set_reg(SDC_ADDR_DATA_TIMEOUT, SDC_CONFIG_TIMEOUT);
    assign sd_init_ops[1] = sd_op_set_reg(SDC_ADDR_CONTROL, 1'b1);
    assign sd_init_ops[2] = sd_op_set_reg(SDC_ADDR_CMD_TIMEOUT, SDC_CONFIG_TIMEOUT);
    assign sd_init_ops[3] = sd_op_set_reg(SDC_ADDR_CLOCK_DIVIDER, LOWFREQ_CLK_DIVIDER);
    assign sd_init_ops[4] = sd_op_set_reg(SDC_ADDR_CMD_EVENT_ENABLE, 0);
    assign sd_init_ops[5] = sd_op_set_reg(SDC_ADDR_CMD_EVENT_STATUS, 0);
    assign sd_init_ops[6] = sd_op_set_reg(SDC_ADDR_DATA_EVENT_ENABLE, 0);
    assign sd_init_ops[7] = sd_op_set_reg(SDC_ADDR_DATA_EVENT_STATUS, 0);
    assign sd_init_ops[8] = sd_op_set_reg(SDC_ADDR_BLOCK_SIZE, 511);
    assign sd_init_ops[9] = sd_op_set_reg(SDC_ADDR_BLOCK_COUNT, 0);
    assign sd_init_ops[10] = sd_op_set_reg(SDC_ADDR_DATA_XFER_ADDRESS, 0);
    assign sd_init_ops[11] = sd_op_read_reg(SDC_ADDR_DATA_TIMEOUT);
    assign sd_init_ops[12] = sd_op_read_reg(SDC_ADDR_CONTROL);
    assign sd_init_ops[13] = sd_op_read_reg(SDC_ADDR_CMD_TIMEOUT);
    assign sd_init_ops[14] = sd_op_read_reg(SDC_ADDR_CLOCK_DIVIDER);
    assign sd_init_ops[15] = sd_op_read_reg(SDC_ADDR_CMD_EVENT_ENABLE);
    assign sd_init_ops[16] = sd_op_read_reg(SDC_ADDR_CMD_EVENT_STATUS);
    assign sd_init_ops[17] = sd_op_read_reg(SDC_ADDR_DATA_EVENT_ENABLE);
    assign sd_init_ops[18] = sd_op_read_reg(SDC_ADDR_DATA_EVENT_STATUS);
    assign sd_init_ops[19] = sd_op_read_reg(SDC_ADDR_BLOCK_SIZE);
    assign sd_init_ops[20] = sd_op_read_reg(SDC_ADDR_BLOCK_COUNT);
    assign sd_init_ops[21] = sd_op_read_reg(SDC_ADDR_DATA_XFER_ADDRESS);
    assign sd_init_ops[22] = sd_op_set_cmd(MMC_CMD_GO_IDLE_STATE, MMC_RSP_NONE, MMC_DATA_XFER_NONE);
    assign sd_init_ops[23] = sd_op_set_reg(SDC_ADDR_ARGUMENT, 0);
    assign sd_init_ops[24] = sd_op_set_cmd(SD_CMD_SEND_IF_COND, MMC_RSP_R3, MMC_DATA_XFER_NONE);
    assign sd_init_ops[25] = sd_op_set_reg(SDC_ADDR_ARGUMENT, 0);
    assign sd_init_ops[26] = sd_op_jump(26);
    reg [SD_INIT_OP_COUNT_LOG2 - 1:0] sd_init_ops_index = 0;
    reg [SD_INIT_OP_COUNT_LOG2 - 1:0] sd_init_ops_next_index;
    wire [SD_OP_WIDTH - 1:0] sd_current_init_op = sd_init_ops[sd_init_ops_index];
    wire [SD_OP_WIDTH - 1:0] sd_next_init_op = sd_init_ops[sd_init_ops_next_index];
    reg sd_op_is_sd_cmd;
    always @(*) begin
        case (sd_get_opcode(sd_current_init_op))
            SD_OP_SET_REG,
            SD_OP_READ_REG : sd_op_is_sd_cmd = 1'b1;
            default : sd_op_is_sd_cmd = 1'b0;
        endcase
    end
    always @(*) begin
        if (sd_get_opcode(sd_current_init_op) == SD_OP_JUMP) begin
            sd_init_ops_next_index = sd_current_init_op[SD_INIT_OP_COUNT_LOG2 - 1:0];
        end else if (~sd_op_is_sd_cmd | sdc_wb_ack_i) begin
            sd_init_ops_next_index = sd_init_ops_index + 1'b1;
        end else begin
            sd_init_ops_next_index = sd_init_ops_index;
        end
    end
    always @(*) begin
        sdc_wb_sel_o = 4'b1111;
        if (wb_rst_i) begin
            sdc_wb_we_o = 1'b0;
            sdc_wb_cyc_o = 1'b0;
            sdc_wb_stb_o = 1'b0;
        end else begin
            sdc_wb_cyc_o = sd_op_is_sd_cmd;
            sdc_wb_stb_o = sd_op_is_sd_cmd;
            sdc_wb_we_o = sd_get_opcode(sd_current_init_op) == SD_OP_SET_REG;
        end
    end
    always @(posedge wb_clk_i) begin
        case (sd_get_opcode(sd_next_init_op))
            SD_OP_SET_REG,
            SD_OP_READ_REG : begin
                sdc_wb_adr_o <= sd_next_init_op[39:32];
                sdc_wb_dat_o <= sd_next_init_op[31:0];
            end
            default : begin
                sdc_wb_adr_o <= 'x;
                sdc_wb_dat_o <= 'x;
            end
        endcase
    end
    always @(posedge wb_clk_i) begin
        sd_init_ops_index <= wb_rst_i ? 0 : sd_init_ops_next_index;
    end
endmodule
</file>
<file path="run.sh">
#!/bin/bash
# OpenROAD 26Q1-2900-gdf79404cd8, Yosys 0.63+post, stock flow scripts
make -C /OpenROAD-flow-scripts/flow DESIGN_CONFIG=/design/flow/config.mk WORK_HOME=/design/flow/orfs finish
</file>
==> results.tsv <==
stage	metric	value	unit
outcome	run_status	finished, final reports clean	
final_timing	timing.final.setup_violations	0	
power	seqPwrFrac	35.6	%
run	max_capacitance_violation_total	0	
worst_setup_path	timing.critical_path.cells	inv_1, ha_1, nor3_2, o221ai_1, a2111oi_0, clkdlybuf4s50_1	
hold_path	min_path_cells	4	
drt	vias	1496	
hold_path	worst_hold_path_type	reg -> reg	
cts	cts_buffers	3	
run	log.warning_count	60	
final_timing	timing.slew.headroom	56.22	%
worst_setup_path	worst_path_largest_cell_delay	0.68	ns
global_routing	grt-ovfl-total	0	
power	switching_power_as_a_share_of_total_power	29.65	%
cts	cts.clk_slew.worst_paths	0.06	ns
synth	synth-warning-count	1	
floorplanning	core-area	5921	sq um
worst_setup_path	largest_delay_share_family_worst_path	AND-OR/OR-AND gates	
synth	synthCells	219	
worst_setup_path	end_kind	output port	
drt	avgRoutedWirePerCell	13.34	um
cts	cts.hold.buffers_added	0	
final_timing	max_slew.worst_pin.slew	0.6538	ns
drt	initialDrtViolationCount	187	
global_routing	track_usage	7.636	%
final_timing	timing.setup.tns	0	ns
power	ir_worst_vdd	0.0001440	V
worst_setup_path	worst_r2r_startpoint	sd_init_ops_index[0]	
power	p_clk_share	22.0	%
place	gp_congestion	0.9183	
synth	postSynthSeqShare	18.58	%
final_timing	final_max_slew_viol_count	0	
power	p_leak	0.0006815	uW
final_layout	areaGrowthSynthToFinish	9.598	%
power	pwr_density_cell	273.0	nW/um^2
worst_setup_path	crit_arrival	3.02	ns
floorplanning	die_height	98	um
drt	ant_nets	0	
cts	post-cts-setup-buffer-count	0	
worst_setup_path	setup.worst_path.start_class	register	
power	share_comb_of_total_power	42.4	%
drt	vias_per_cell	4.987	
final_timing	finClkSkew	0.004027	ns
final_layout	layout-drive-gt1-share	10.22	%
final_timing	fmax	0.2554	GHz
worst_setup_path	worst-path-max-fanout	16	
hold_path	worst_hold_start	sd_init_ops_index[1]	
drt	drtPass1Iterations	4	
hold_path	hold_end	sd_init_ops_index[3]	
place	detailed_place_hpwl	3.012	mm
power	internal_dissipation	340.3	uW
cts	h-tree-depth	1	
final_timing	unrepaired_setup_endpoints_after_global_routing	no	
cts	post_cts.resized_instances	0	
synth	ys_chip_area	1617	sq um
cts	cts_tree	yes	
floorplanning	floorplan.core_util	27.30	%
global_routing	number_of_global_route_vias_before_repair	1388	
place	placed_area	1727	sq um
floorplanning	placementRows	28	
worst_setup_path	setup_slack_on_the_worst_flop_to_flop_path	0.93	ns
cts	cts.sinks	15	
global_routing	initial_antenna_violation_count	0	
drt	routed_wirelength	4.002	mm
floorplanning	floorplan.io_pins	82	
global_routing	grt_pass1_wl	6.589	mm
worst_setup_path	timing.reg2reg.worst_path_depth	10	
synth	synthDistinctLibCells	56	
cts	worst_skew_pair.late_latency	0.24	ns
worst_setup_path	endpoint_of_the_worst_register_to_register_path	sdc_wb_adr_o[3]	
cts	cts-root-buf	sky130_fd_sc_hd__clkbuf_8	
final_layout	final_design_area_no_fill	1772	sq um
cts	clock_path_buffers	2	
floorplanning	chip_area	9604	sq um
synth	ys_async_sr_fraction	0	%
worst_setup_path	critPathBufInv	2	
final_layout	final_core_utilization	29.92	%
drt	drc	0	
worst_setup_path	worst-endpoint-required	3.60	ns
drt	antenna-diode-count	0	
place	io_buffer_count	25	
synth	yosys_most_used_dff	sky130_fd_sc_hd__dfxtp_1	
synth	edf_count	0	
floorplanning	die_width	98	um
power	power.net_switching	143.4	uW
final_timing	finalCritPeriodShare	87.03	%
final_timing	final_period_minus_worst_setup_slack	3.916	ns
final_timing	timing.final.hold_violations	0	
worst_setup_path	ws_path_type	reg -> out	
global_routing	grt_max_degree	18	
synth	netlist_area	1617	sq um
worst_setup_path	crit_path_top_delay_cell	sky130_fd_sc_hd__dfxtp_1	
place	numPlacedInstances	296	
synth	synth_flop_count	15	
synth	postSynthAreaPerCell	7.382	sq um
final_layout	final_cells	300	
synth	yosysCellCount	219	
## synthesized netlist by cell type, types with 2 or more instances
master	instances	area [sq um]
sky130_fd_sc_hd__buf_4	35	262.8
sky130_fd_sc_hd__o21ai_1	2	10.01
sky130_fd_sc_hd__mux2_2	2	22.52
sky130_fd_sc_hd__o21a_1	2	15.01
sky130_fd_sc_hd__nor3_2	2	20.02
sky130_fd_sc_hd__inv_1	7	26.28
sky130_fd_sc_hd__nand2_1	17	63.81
sky130_fd_sc_hd__nor2b_1	4	25.02
sky130_fd_sc_hd__a31oi_1	3	18.77
sky130_fd_sc_hd__nor3_1	6	30.03
sky130_fd_sc_hd__a21oi_1	16	80.08
sky130_fd_sc_hd__xnor2_1	3	26.28
sky130_fd_sc_hd__conb_1	2	7.510
sky130_fd_sc_hd__clkbuf_1	9	33.78
sky130_fd_sc_hd__ha_1	5	62.56
sky130_fd_sc_hd__buf_6	4	45.04
sky130_fd_sc_hd__a32oi_1	2	17.52
sky130_fd_sc_hd__nor4_1	2	12.51
sky130_fd_sc_hd__o21ai_0	7	35.03
sky130_fd_sc_hd__o21bai_1	2	15.01
sky130_fd_sc_hd__nor2_1	17	63.81
sky130_fd_sc_hd__a2111oi_0	2	17.52
sky130_fd_sc_hd__and3_1	2	12.51
sky130_fd_sc_hd__o32ai_1	2	17.52
sky130_fd_sc_hd__dfxtp_1	15	300.3
sky130_fd_sc_hd__o22ai_1	4	25.02
sky130_fd_sc_hd__nand4_1	2	12.51
sky130_fd_sc_hd__o21ai_2	4	35.03
sky130_fd_sc_hd__nand3_1	12	60.06
## tightest hold or removal path: stages, from the launching register on
cell and delay [ns]:
sky130_fd_sc_hd__dfxtp_1 0.37, sky130_fd_sc_hd__nand4_1 0.16, sky130_fd_sc_hd__xor2_1 0.10, sky130_fd_sc_hd__buf_4 0.19, sky130_fd_sc_hd__nor2_1 0.08
## cell usage in the layout (no fill, tap or decap), types with 2 or more instances in the layout
cell type	n
sky130_fd_sc_hd__a2111oi_0	2
sky130_fd_sc_hd__a21oi_1	16
sky130_fd_sc_hd__nand3_1	12
sky130_fd_sc_hd__a32oi_1	2
sky130_fd_sc_hd__o21ai_0	7
sky130_fd_sc_hd__nor4_1	2
sky130_fd_sc_hd__and3_1	2
sky130_fd_sc_hd__nor2b_1	4
sky130_fd_sc_hd__o21ai_2	4
sky130_fd_sc_hd__inv_1	7
sky130_fd_sc_hd__nor3_1	6
sky130_fd_sc_hd__nor2_1	17
sky130_fd_sc_hd__clkbuf_8	3
sky130_fd_sc_hd__clkdlybuf4s50_1	25
sky130_fd_sc_hd__o22ai_1	4
sky130_fd_sc_hd__o21ai_1	2
sky130_fd_sc_hd__nor3_2	2
sky130_fd_sc_hd__buf_4	4
sky130_fd_sc_hd__nand4_1	2
sky130_fd_sc_hd__nand2_1	17
sky130_fd_sc_hd__ha_1	5
sky130_fd_sc_hd__o32ai_1	2
sky130_fd_sc_hd__o21bai_1	2
sky130_fd_sc_hd__o21a_1	2
sky130_fd_sc_hd__dfxtp_1	15
sky130_fd_sc_hd__conb_1	24
sky130_fd_sc_hd__xnor2_1	3
sky130_fd_sc_hd__a31oi_1	3
sky130_fd_sc_hd__mux2_2	2
## registers in the layout, indices dropped and copies added, names as in the netlist
name,cells
sdc_wb_adr_o,5
sdc_wb_dat_o,5
sd_init_ops_index,5
## per-layer routing
| metal | share of wire, % | wire [um] | global-route usage, % |
|---|---|---|---|
| met1 | 47 | 1861 | 10.46 |
| met5 | 0 | 0 | 0 |
| met4 | 0.72 | 29 | 0.7830 |
| met3 | 6.3 | 253 | 1.351 |
| met2 | 46 | 1858 | 12.64 |
## cells by family after synthesis
family,after synthesis,share of synthesized area [%]
xor gates and xnor gates,4,2.168
adders and majority gates,5,3.870
AOI/OAI and AO/OA,61,26.63
buffers and inverters,56,23.06
muxes,3,2.012
DFF,15,18.58
and+or+nand+nor,73,23.22
other,2,0.4646
## worst max-delay path by stage
stage         slack, ns          end  cells after the start                 start
CTS                0.53  sdc_wb_we_o                      6  sd_init_ops_index[0]
global route       0.30  sdc_wb_we_o                      6  sd_init_ops_index[0]
finish             0.58  sdc_wb_we_o                      6  sd_init_ops_index[0]
## power by group through the flow
stage | registers (uW) | clock network, uW | logic (uW)
CTS | 173 | 107 | 208
global route | 177 | 112 | 228
finish | 172 | 106 | 205
## cell type report
| class | count | area [sq um] |
|---|---|---|
| well taps | 75 | 93.84 |
| repair buffers | 29 | 280.3 |
| fillers | 619 | 4149 |
| flip-flops and latches | 15 | 300.3 |
| clock buffers | 4 | 45.04 |
| multi-input cells | 170 | 1026 |
| inverters | 7 | 26.28 |
## stage by stage
step	worst slack [ns]	hold slack (ns)	power (uW)
final	0.5838	0.9460	483.7
after global placement	0.8207	0.9083	382.3
after CTS	0.5263	0.9362	488.7
after floorplan	1.294	0.7525	316.5
after detailed placement	0.8149	0.8979	382.9
after global routing	0.3010	1.028	516.0
No activity file was given, so power comes from the tool's default toggle rates.
